--- design/flow/run.sh ---
#!/bin/bash
# OpenROAD 26Q1-2900-gdf79404cd8, Yosys 0.63+post, stock flow scripts
make -C /OpenROAD-flow-scripts/flow DESIGN_CONFIG=/design/flow/config.mk WORK_HOME=/design/flow/orfs finish
--- design/flow/config.mk ---
export PLATFORM = sky130hd
export DESIGN_NAME = health_manager
export DESIGN_NICKNAME = health_manager
export VERILOG_FILES = /design/flow/design.v
export SDC_FILE = /design/flow/constraint.sdc
export NUM_CORES = 4
export LEC_CHECK = 1
export CORE_AREA = 10 10 70 70
export DIE_AREA = 0 0 80 80
--- design/flow/constraint.sdc ---
current_design health_manager

set clk_period 3.5
set clk_io_pct 0.2

create_clock -name clk0 -period $clk_period [get_ports {clk}]

set non_clock_inputs [all_inputs -no_clocks]
set_input_delay [expr $clk_period * $clk_io_pct] -clock clk0 $non_clock_inputs
set_output_delay [expr $clk_period * $clk_io_pct] -clock clk0 [all_outputs]
--- design/flow/design.v ---
module health_manager (
    input clk,
    input rst,
    input game_en,
    input collision,
    output reg [1:0] lives,
    output wire is_dead
);
    parameter MAX_LIVES = 2'd3;
    parameter DAMAGE_COOLDOWN = 8'd20; 
    reg [7:0] cooldown_timer;
    wire in_cooldown = (cooldown_timer > 0);
    assign is_dead = (lives == 2'd0);
    always @(posedge clk or negedge rst) begin
        if (rst == 1'b0) begin
            lives <= MAX_LIVES;
            cooldown_timer <= 8'd0;
        end else if (game_en) begin
            if (in_cooldown) begin
                cooldown_timer <= cooldown_timer - 8'd1;
            end
            else if (collision && !in_cooldown && lives > 0) begin
                lives <= lives - 2'd1;
                cooldown_timer <= DAMAGE_COOLDOWN;  
            end
        end
    end
endmodule
==> impl_metrics.py <==
# Metrics from the implementation run
metrics = {
    "finish": {
        "drive_gt1_share_pct": 12.31,
        "most-common-layout-cells": "dfrtp_1 (8), clkdlybuf4s50_1 (6), inv_1 (5)",
        "layout_top_cell": "dfrtp_1",
        "ff_latch_area_um2": 252.7,
        "final_area_um2": 728.2,
        "syn_to_final_growth_pct": 23.83,
        "nFillCells": 378,
        "combGateArea_um2": 312.8,
    },
    "yosys": {
        "numSynthFlops": 10,
        "synthTopCellsByArea": "dfrtp_1 (34%), dfstp_2 (8.9%), ha_1 (6.4%), mux2i_1 (5.1%), inv_1 (3.2%)",
        "synth_area_per_cell_um2": 10.50,
        "ys_cells": 56,
        "synthCells": 56,
        "netlist_area_um2": 588.1,
        "synth_cell_type_count": 32,
        "yosysTopAreaCell": "dfrtp_1",
        "synth_seq_share_pct": 42.98,
        "top_area_share_pct": 34.04,
        "yosysChipArea_um2": 588.1,
        "yosys_warnings": 1,
    },
    "clock_tree": {
        "clock-root-buffer": "clkbuf_4",
        "cts.sinks": 10,
        "hold_buffers": 0,
        "htreeDepth": 1,
        "cts_buffers": 3,
        "clk_latency_ps": 270,
        "path_clk_slew_ps": 60,
        "cts_resized": 0,
        "clock_path_buffers": 2,
        "cts_tree": "built",
        "post_cts_buffers": 0,
    },
    "floorplanning": {
        "die_area_um2": 6400,
        "die_h_um": 80,
        "rows": 21,
        "num_io_pins": 7,
        "fp.dieW_um": 80,
        "coreArea_um2": 3416,
        "initial_core_util_pct": 17.22,
    },
    "sta": {
        "fin_crit_ps": 2197,
        "period_used_pct": 62.77,
        "drv_slew": 0,
        "fin_skew_ps": 14.05,
        "worst_slew_pin_slew_ps": 562.2,
        "slew_headroom_pct": 62.44,
        "rsz0062_at_grt": "false",
        "setup_viol": 0,
        "fmax_mhz": 455.2,
        "hold_violations": 0,
        "tns_ps": 0,
    },
    "routing": {
        "drt-pass1-iter-count": 4,
        "dr_total_vias": 474,
        "diodes": 0,
        "drc": 0,
        "wire_per_inst_um": 10.48,
        "drtAntennaViolNets": 0,
        "drtIter0Drc": 9,
        "wl_um": 1163,
        "vias_per_cell": 4.270,
    },
    "global_route": {
        "grt_max_degree": 14,
        "grt_pass1_wl_um": 2152,
        "track_usage_pct": 4.134,
        "antenna_found_initial": 0,
        "grt_pass1_vias": 467,
        "overflow": 0,
    },
    "critical_path": {
        "max_stage_delay_ps": 550,
        "path_depth": 3,
        "crit_path_max_fanout": 3,
        "crit_arrival_ps": 1500,
        "worstPathRequired_ps": 2800,
        "crit_type": "reg2out",
        "cp-start-kind": "flip-flop",
        "reg2reg_depth": 5,
        "slowest_stage": "dfstp_2",
        "path_cells": "inv_1 > ha_1 > clkdlybuf4s50_1",
        "crit_buf_inv": 2,
        "cp_top_family": "flip-flops",
        "worst_setup_path_end_kind": "output pin",
    },
    "flow_run": {
        "tool_warnings": 26,
        "maxCapViolations": 0,
    },
    "power": {
        "p_leak_uw": 0.0002811,
        "ir_worst_vdd_mv": 0.3123,
        "power_density_nw_per_um2": 693.1,
    },
    "min_path": {
        "hold_depth": 1,
        "min_path_type": "reg2reg",
    },
    "run_status": {
        "status": "complete, no violations",
    },
    "placed_design": {
        "dp_hpwl_um": 896.6,
        "io_buffers": 6,
        "placed_cell_area_um2": 701.9,
        "place_congestion": 0.8091,
    },
}
[sequential cells by signal, summed over array words and instances, names as in the netlist]
| name | flops |
|---|---|
| lives | 2 |
| cooldown_timer | 8 |
[routing by layer]
metal	GRT usage [%]	wire (um)	vias to the layer above
met2	5.217	456	17
met3	2.614	109	4
met4	0.5282	13	0
li1	-	-	236
met1	5.858	583	217
met5	0	0	-
[logic make-up after synthesis]
family | after synthesis | share of synthesized area [%]
compound gates | 12 | 14.47
xor+xnor | 1 | 1.490
fa+ha+maj | 3 | 6.384
buf+inv | 6 | 3.830
flops | 10 | 42.98
mux | 5 | 8.936
simple gates | 19 | 21.92
[cell type report]
type,instances,area share [%]
well taps,46,7.904
repair buffers,6,8.247
inverters,5,2.577
clock buffers,4,3.608
flip-flops and latches,10,34.71
multi-input cells,40,42.96
[through the flow]
stage	setup WS (ps)	util [%]	power [uW]	instances	hold WS (ps)
4_1_cts	1278	21.32	509.1	111	508.6
6_report	1303	21.32	504.7	111	505.3
2_1_floorplan	1972	-	352.2	56	404.4
5_1_grt	1213	21.32	562.2	111	520.3
3_3_place_gp	1315	20.55	417.6	107	483.8
3_5_place_dp	1287	20.55	421.9	107	492.2
[worst register-to-register path: stages (launching register included)]
cell and delay, ps:
dfrtp_1 410, inv_1 90, ha_1 200, nor3b_1 500
nand4_1 260, xnor2_1 210
[cells in the mapped netlist (all sizes together)]
cell and n:
a21oi 2, nor4bb 1, nand2b 1, mux2 2, nand3 2, inv 5, or4 1, and3 1
nor3b 1, mux2i 3, nor3 3, o22ai 1, a211oi 2, ha 3, xnor2 1, o31a 1
or3b 1, clkbuf 1, nor2b 1, a31o 1, a311oi 1, nor4 1, dfstp 2, a2111oi 1
nand4 3, o21ai 2, dfrtp 8, nor4b 1, a41oi 1, nor2 2
[final timing paths]
check	startpoint	end	slack [ps]
setup / recovery	lives[0]	is_dead	1300
hold / removal	lives[0]	lives[0]	510
setup reg to reg	cooldown_timer[0]	lives[0]	1760
hold reg to reg	lives[0]	lives[0]	510
max in group asynchronous	rst	lives[0]	2380
min in group asynchronous	rst	cooldown_timer[3]	750
[power by group]
group,total (uW),internal [uW],switching (uW)
clock,82.8,43.9,38.8
combinational,187,102,84.6
sequential,235,170,65.3
Power figures rest on the tool's default switching activity, not on a simulated workload.
